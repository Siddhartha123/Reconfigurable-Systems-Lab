### flow/run.sh
#!/bin/bash
# OpenROAD 26Q1-2900-gdf79404cd8, Yosys 0.63+post, stock flow scripts
make -C /OpenROAD-flow-scripts/flow DESIGN_CONFIG=/design/flow/config.mk WORK_HOME=/design/flow/orfs finish
### flow/config.mk
export PLATFORM = sky130hd
export DESIGN_NAME = memory_RAM_16bit_4bit
export DESIGN_NICKNAME = memory_RAM_16bit_4bit
export VERILOG_FILES = /design/flow/design.v
export SDC_FILE = /design/flow/constraint.sdc
export NUM_CORES = 4
export LEC_CHECK = 1
export CORE_UTILIZATION = 30
### flow/design.v
`timescale 1ns / 1ps
module memory_RAM_16bit_4bit(
    input [15:0] din,
    input en,wen,clk,
    input [3:0] address,
    output reg [15:0] out
    );
	 reg[15:0] mem [15:0];
	always @(posedge clk) begin
		if(en) begin
			if(wen) begin
				mem[address][15:0]=din;
			end
			else begin
				out=mem[address][15:0];
			end
		end
	end
endmodule
### flow/constraint.sdc
current_design memory_RAM_16bit_4bit

set clk_period 3.7
set clk_io_pct 0.2

create_clock -name clk0 -period $clk_period [get_ports {clk}]

set non_clock_inputs [all_inputs -no_clocks]
set_input_delay [expr $clk_period * $clk_io_pct] -clock clk0 $non_clock_inputs
set_output_delay [expr $clk_period * $clk_io_pct] -clock clk0 [all_outputs]
==> results.yml <==
# yosys + openroad results
synthesis:
  ys_sh_aoi_pct: 10.4
  edf_count: 272
  ff_type: "edfxtp_1"
  syn_area_mm2: 0.0106
  synth-async-reset-ratio_pct: 0
  synthTopLogicFamily: "AND-OR/OR-AND gates"
  ys_sh_xor_pct: 0
  synthCells: 636
  ys_types: 47
  ys_cells: 636
  yosys_warnings: 2
  yosys.area.top_type: "edfxtp_1"
  ys_seq_share_pct: 76.9
  simple_gate_area_share_pct: 5.56
  mux_share_pct: 4.65
  syn_area_per_cell_um2: 16.7
  ys_top_cells_by_area: "edfxtp_1 77%, mux2i_1 3.5%, a22oi_1 2.5%"
  ys_seq_elements: 272
  top_area_share_pct: 76.9
  synth-adder-area-share_pct: 0
  yosys_area_mm2: 0.0106
layout:
  final_layout_top_logic_cells: "272 x edfxtp_1, 38 x buf_4, 37 x mux2i_1, 36 x a22oi_1, 34 x clkdlybuf4s50_1"
  lay_top_count: "edfxtp_1"
  seq_area_mm2: 0.00817
  final_area_mm2: 0.0126
  fin_cells: 1188
  drive_above_1_share_pct: 16.5
  syn2layout_area_growth_pct: 18.7
  nFillCells: 3216
  combGateArea_mm2: 0.00223
final_timing:
  max_freq_ghz: 0.383
  tns_ps: 0
  skew_ps: 6.27
  drv_slew: 0
  setup_viol: 0
  holdWs_ps: 547
  rsz0062_at_grt: "no"
  slew-limit-headroom_pct: 24.7
  hold_viol: 0
  min_period_ps: 2610
  period_used_pct: 70.6
  worst_slew_pin_slew_ps: 1130
route:
  drt_first_pass_iters: 7
  via_per_inst: 5.20
  wire_per_inst_um: 23.8
  drtIter0Drc: 478
  drc: 0
  diodes: 0
  drtAntennaViolNets: 0
  vias: 6181
  wirelength_mm: 28.3
cts:
  clockBufferDepth: 3
  clk_latency_ps: 540
  clock_sinks: 272
  hold_buffers: 0
  clockRootBuffer: "clkbuf_16"
  cts_resized: 0
  cts_tree: "done"
  numCtsBuffers: 28
  path_clk_slew_ps: 60
  htreeDepth: 1
  cts_setup_buffers: 0
die:
  die_y_um: 190
  io_pins: 39
  core-area_mm2: 0.0347
  fp_util_pct: 30.6
  num_rows: 68
  die_area_mm2: 0.0362
  die_width_um: 190
grt:
  grt_pass1_wl_mm: 41.7
  grt_pass1_vias: 6479
  grt.busiest_layer: "met2"
  use_met1_pct: 21.8
  grtUsageTotal_pct: 17.0
  grt_max_degree: 59
  grt_use_met3_pct: 11.3
  antenna_found_initial: 0
  grt_use_met2_pct: 24.3
  grt.overflow.total: 0
power:
  p_total_mw: 6.56
  worst_ir_drop_vdd_v: 0.000355
  p_leak_nw: 4.04
  power_density_mw_per_mm2: 520
setup_path:
  end_kind: "flip-flop"
  worstSetupPathType: "in -> reg"
  cp_slowest_stage_delay_ps: 680
  cp.required_ps: 3920
  critical_path_peak_fanout: 23
  cp_cell_sequence: "buf_2, nor2b_1, nand3_1, nor2_2, buf_4"
  arrival_ps: 2830
  critPathSlowestCell: "nor2b_1"
  start_kind: "input port"
run:
  drv_cap: 0
  warning_count: 25
outcome:
  status: "complete, no violations"
placed_design:
  placed_cell_area_mm2: 0.0117
  gp_congestion: 0.959
  hpwl_mm: 18.8
  port_buffers: 38
  place_inst: 1136
hold_path:
  worst_hold_path_type: "reg -> reg"
==> layout make-up <==
cell class,instances,area share [%]
sequential,272,64.8
multi-input combinational,324,17.7
clock buffer,33,5.87
timing repair buffer,80,5.75
tap,455,4.51
clock inverter,19,1.29
inverter,5,0.149
==> power by group <==
| group | switching (mW) | total (mW) | internal [mW] |
|---|---|---|---|
| combinational | 0.251 | 0.385 | 0.134 |
| clock | 1.14 | 2.72 | 1.57 |
| sequential | 0.0126 | 3.45 | 3.44 |
| total | 1.41 | 6.56 | 5.15 |
==> metal layers <==
layer | vias to the layer above | share of wire, %
met3 | 67 | 16
met5 | - | 0
met4 | 0 | 3.7
li1 | 2720 | -
met2 | 414 | 44
met1 | 2980 | 36
==> registers in the layout, indices dropped and copies added (netlist names) <==
| signal | cells |
|---|---|
| out | 16 |
| mem | 256 |
==> stage by stage <==
stage          setup slack (ps)  util (%)
2_1_floorplan              1020         -
6_report                   1090      36.3
4_1_cts                    1140      36.3
3_5_place_dp                571      33.7
3_3_place_gp                566      33.7
5_1_grt                    1010      36.3
==> logic make-up (layout without fill, tap and decap cells) <==
logic type	Yosys count	after routing
buffers and inverters	40	137
AND/OR/NAND/NOR	122	122
multiplexers	47	47
AND-OR/OR-AND	155	155
flip-flops	272	272
==> path summary, 6_finish.rpt <==
check	from	end	slack [ps]	depth (start not counted)
worst max register to register	mem[10][10]	out[10]	1950	4
worst min register to register	mem[0][13]	out[13]	550	1
worst max-delay path	address[1]	mem[5][12]	1090	5
worst min-delay path	mem[0][13]	out[13]	550	1
==> synth_stat cells (5+ instances only) <==
cell type	count
a22oi_1	36
nand2_1	30
buf_2	15
nor3_1	8
a21oi_1	25
o21ai_0	11
nand3_1	14
nor2b_1	10
a221oi_1	6
buf_6	11
mux2i_1	37
a31oi_1	8
mux2_2	7
nand2b_1	5
nor2_1	33
o22ai_1	23
inv_1	5
edfxtp_1	272
a32oi_1	6
a22o_1	5
o32a_1	11
==> critical path, delay by kind of cell <==
family        cells  cell delay, ps
simple gates      3            1450
buf+inv           2             620
Power is estimated from default activity; no workload was simulated.
